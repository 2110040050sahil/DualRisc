$ cat ./run.sh
#!/bin/bash
# OpenROAD 26Q1-2900-gdf79404cd8, Yosys 0.63+post, stock flow scripts
make -C /OpenROAD-flow-scripts/flow DESIGN_CONFIG=/design/flow/config.mk WORK_HOME=/design/flow/orfs finish
$ cat ./config.mk
export PLATFORM = sky130hd
export DESIGN_NAME = DataMem
export DESIGN_NICKNAME = DataMem
export VERILOG_FILES = /design/flow/design.v
export SDC_FILE = /design/flow/constraint.sdc
export NUM_CORES = 4
export LEC_CHECK = 1
export CORE_UTILIZATION = 30
export SYNTH_MEMORY_MAX_BITS = 65536
$ cat ./constraint.sdc
current_design DataMem

set clk_period 13.5
set clk_io_pct 0.2

create_clock -name clk0 -period $clk_period [get_ports {clk}]

set non_clock_inputs [all_inputs -no_clocks]
set_input_delay [expr $clk_period * $clk_io_pct] -clock clk0 $non_clock_inputs
set_output_delay [expr $clk_period * $clk_io_pct] -clock clk0 [all_outputs]
$ cat ./design.v
`timescale 1ns / 1ps
module DataMem(clk,wd,din,addr,dout);
input reg clk,wd;
    input reg [63:0]din;
input reg [7:0] addr;
output reg [15:0] dout;
    reg [255:0]RAM[63:0];
always@(posedge clk)begin
    if(wd)begin 
        RAM[addr]<=din;
        dout<=din;
    end
    else begin
    dout<=RAM[addr];
    end
end
endmodule
==> flow_summary_export.csv <==
group,metric,value,unit
layout,layout_top_cells,"edfxtp_1, mux2i_1, buf_4",
cts,cts_buffers,102,
critical_path,crit_path_cell_trace,"buf_8, buf_4, buf_4, buf_4, buf_4, mux2_2, a221oi_1, o22ai_1, a22oi_1, a32oi_1",
cts,cts-resized-gates,0,
outcome,status,"finished clean",
timing,layout_min_cycle_time,7.011,ns
die,chipArea,135200,um^2
synth,flop_cell,"edfxtp_1",
timing,setup_violations,0,
drt,wl_per_cell,28.17,um
synth,ys_async_sr_fraction,0,
drt,drc_errors,0,
timing,period_used_share,0.5193,
placement,dp_hpwl,68040,um
power,ir_drop,0.00009812,V
synth,yosysSeqAreaShare,0.7742,
timing,setup_tns,0,ns
drt,drt_iter0_drc,1718,
synth,ys_cells,2180,
die,io_pins,90,
synth,ys_warn_count,1,
power,p_per_area,146.2,nW/um^2
global_route,overflow,0,
placement,place.gp.congestion,0.9263,
timing,hold_viol,0,
drt,num_vias,22120,
layout,lay_top_count,"edfxtp_1",
die,fp-utilization,0.3037,
critical_path,cp_max_fo,56,
placement,port_buffers,39,
drt,ant_nets,0,
drt,first_pass_iters,5,
synth,area_leaders,"edfxtp_1, mux4_2, mux2i_1",
drt,wirelength,116900,um
critical_path,critical_path_buf_inv_count,5,
run,cap_violations,0,
critical_path,crit_path_end_kind,"flip-flop",
cts,cts_root_buf,"clkbuf_16",
min_path,hp-class,"flip-flop to flip-flop",
timing,maxSlewHeadroom,0.3917,
cts,cts_tree,"built",
cts,ctsLongestPathBuffers,3,
critical_path,worst-path-stages,10,
timing,hold_ws,0.7758,ns
global_route,grt_start_max_net_pins,88,
cts,cts_setup_buffers,0,
synth,ys_types,58,
die,placementRows,133,
synth,edf_count,1024,
critical_path,slowest_delay,0.64,ns
critical_path,crit_family,"buffers and inverters",
synth,top_area_cell,"edfxtp_1",
die,die_w,367.8,um
cts,clkTransAtPathRegs,0.06,ns
cts,clk_latency,0.69,ns
timing,finClkSkew,0.04071,ns
cts,h-tree-depth,3,
global_route,grt_pass1_vias,23490,
cts,postCtsHoldBufs,0,
critical_path,critPathLaunchType,"input pin",
cts,numClockSinks,1040,
timing,worstMarginPinSlew,0.9042,ns
global_route,grt_pass1_wl,166400,um
timing,rsz0062_at_grt,"no",
min_path,holdPathStages,3,
timing,clock.fmax,0.1426,GHz
timing,slew_viol_final,0,
drt,routed_via_density,5.329,
power,p_leak,14.62,nW
die,die_h,367.8,um
synth,syn-cell-area,40130,um^2
layout,drive_gt1_frac,0.1952,
synth,postSynthCellCount,2180,
critical_path,worst_ep_arrival_time,7.47,ns
synth,top_area_frac,0.7662,
critical_path,required,13.96,ns
global_route,track_usage,0.1838,
die,core,132100,um^2
layout,fillerInstances,12080,
critical_path,criticalPathCategory,"input pin to flip-flop",
synth,ys_chip_area,40130,um^2
layout,synthToLayoutAreaGrowth,15.21,%
synth,synth_flops,1040,
run,warnings,76,
critical_path,r2r_cells,6,
global_route,grt_antenna_before_repair,4,
synth,postSynthAreaPerCell,18.41,um^2
critical_path,cp_common_cell,"buf_4",
critical_path,slowest_stage,"buf_4",
final cells by class:
type / instances / area [um^2] / area share
multi-input combinational: 982 / 8295 / 0.1794
inverter: 11 / 41.29 / 0.0008930
antenna: 3 / 7.507 / 0.0001624
tap: 1755 / 2196 / 0.04749
sequential: 1040 / 31070 / 0.6720
timing repair buffer: 170 / 1333 / 0.02882
clock inverter: 66 / 664.4 / 0.01437
clock buffer: 123 / 2631 / 0.05691
logic make-up after synthesis:
kind of cell,Yosys count,synth area share
AND/OR/NAND/NOR,230,0.02516
buffers and inverters,158,0.02023
AND-OR/OR-AND,462,0.08583
multiplexers,290,0.09459
flip-flops,1040,0.7742
final timing paths:
path | from | to | slack (ns)
max | addr[2] | dout[13] | 6.49
min | RAM[32][4] | dout[4] | 0.78
max reg2reg | RAM[39][6] | dout[6] | 10.68
min reg2reg | RAM[32][4] | dout[4] | 0.78
power breakdown:
part | switching (mW) | internal, mW | total [mW]
Combinational | 0.279 | 0.116 | 0.395
Clock | 1.20 | 1.59 | 2.79
Sequential | 0.00714 | 3.57 | 3.58
Total | 1.48 | 5.28 | 6.76
state kept, by name, summed over array words and instances, names as in the netlist:
signal / cells
RAM: 1024
dout: 16
routing by layer:
| metal | vias up | part of all wire | track usage |
|---|---|---|---|
| li1 | 9274 | - | - |
| met1 | 10930 | 0.32 | 0.1903 |
| met2 | 1654 | 0.44 | 0.2611 |
| met3 | 246 | 0.20 | 0.1689 |
| met4 | 12 | 0.040 | 0.05921 |
| met5 | - | 0.0053 | 0.03098 |
per-stage QoR:
step	instance area, um^2	utilization	setup slack (ns)	instances	power (mW)
after global routing	46230	0.3499	6.384	4148	6.943
after detailed placement	42930	0.3249	5.980	3958	4.036
final	46240	0.3499	6.489	4150	6.762
after CTS	46230	0.3499	6.697	4147	6.792
after global placement	42930	0.3249	6.032	3958	4.030
after floorplan	40130	-	8.545	2180	3.833
worst register-to-register path: cells and delay by family, from the launching register on:
kind | cells | cell delay (ns)
compound gates | 4 | 1.23
flops | 1 | 0.35
mux | 1 | 0.30
simple gates | 1 | 0.70
cell usage after synthesis (48+ instances only):
library cell and number:
a21oi_1 55, a221oi_1 105, a22oi_1 84, buf_2 58
clkbuf_1 51, edfxtp_1 1024, mux2_2 91, mux2i_1 134
mux4_2 62, nand2_1 61, nor2_1 107, o21ai_0 48
Power figures rest on the tool's default switching activity, not on a simulated workload.
